File: /design/flow/config.mk
export PLATFORM = sky130hd
export DESIGN_NAME = DIP
export DESIGN_NICKNAME = DIP
export VERILOG_FILES = /design/flow/design.v
export SDC_FILE = /design/flow/constraint.sdc
export NUM_CORES = 4
export LEC_CHECK = 1
export CORE_UTILIZATION = 50
File: /design/flow/constraint.sdc
current_design DIP

set clk_period 12.1
set clk_io_pct 0.2

create_clock -name clk0 -period $clk_period [get_ports {clka}]

set non_clock_inputs [all_inputs -no_clocks]
set_input_delay [expr $clk_period * $clk_io_pct] -clock clk0 $non_clock_inputs
set_output_delay [expr $clk_period * $clk_io_pct] -clock clk0 [all_outputs]
File: /design/flow/design.v
`timescale 1ns / 1ps
module DIP(
    output reg [7:0] Rout, Gout, Bout,
    output reg OKout,
    input [7:0] Rin, Gin, Bin, value,
    input [2:0] operation,
    input clka, reset, OKin
);
    reg [8:0] Rtemp, Gtemp, Btemp;
    reg [7:0] gray_value;
    parameter BRIGHTNESS_UP = 3'b000;
    parameter BRIGHTNESS_DOWN = 3'b001;
    parameter GRAYSCALE = 3'b010;
    parameter RED_ONLY = 3'b011;
    parameter GREEN_ONLY = 3'b100;
    parameter BLUE_ONLY = 3'b101;
    parameter THRESHOLD = 3'b110;
    parameter INVERT = 3'b111;
    always @(*) begin
        gray_value = (Rin >> 2) + (Rin >> 5) + (Rin >> 6) + 
                     (Gin >> 1) + (Gin >> 4) + (Gin >> 6) + 
                     (Bin >> 4) + (Bin >> 5) + (Bin >> 6);
    end
    always @(posedge clka) begin
        if (reset) begin
            Rout <= 8'd0;
            Gout <= 8'd0;
            Bout <= 8'd0;
            OKout <= 1'b0;
        end
        else if (OKin) begin
            case (operation)
                BRIGHTNESS_UP: begin
                    Rtemp = Rin + value;
                    Gtemp = Gin + value;
                    Btemp = Bin + value;
                    Rout <= (Rtemp > 255) ? 8'd255 : Rtemp[7:0];
                    Gout <= (Gtemp > 255) ? 8'd255 : Gtemp[7:0];
                    Bout <= (Btemp > 255) ? 8'd255 : Btemp[7:0];
                    OKout <= 1'b1;
                end
                BRIGHTNESS_DOWN: begin
                    Rout <= (Rin > value) ? (Rin - value) : 8'd0;
                    Gout <= (Gin > value) ? (Gin - value) : 8'd0;
                    Bout <= (Bin > value) ? (Bin - value) : 8'd0;
                    OKout <= 1'b1;
                end
                GRAYSCALE: begin
                    Rout <= gray_value;
                    Gout <= gray_value;
                    Bout <= gray_value;
                    OKout <= 1'b1;
                end
                RED_ONLY: begin
                    Rout <= Rin;
                    Gout <= 8'd0;
                    Bout <= 8'd0;
                    OKout <= 1'b1;
                end
                GREEN_ONLY: begin
                    Rout <= 8'd0;
                    Gout <= Gin;
                    Bout <= 8'd0;
                    OKout <= 1'b1;
                end
                BLUE_ONLY: begin
                    Rout <= 8'd0;
                    Gout <= 8'd0;
                    Bout <= Bin;
                    OKout <= 1'b1;
                end
                THRESHOLD: begin
                    if (gray_value > value) begin
                        Rout <= 8'd255;
                        Gout <= 8'd255;
                        Bout <= 8'd255;
                    end
                    else begin
                        Rout <= 8'd0;
                        Gout <= 8'd0;
                        Bout <= 8'd0;
                    end
                    OKout <= 1'b1;
                end
                INVERT: begin
                    Rout <= 8'd255 - Rin;
                    Gout <= 8'd255 - Gin;
                    Bout <= 8'd255 - Bin;
                    OKout <= 1'b1;
                end
                default: begin
                    Rout <= Rin;
                    Gout <= Gin;
                    Bout <= Bin;
                    OKout <= 1'b1;
                end
            endcase
        end
        else begin
            Rout <= 8'd0;
            Gout <= 8'd0;
            Bout <= 8'd0;
            OKout <= 1'b0;
        end
    end
endmodule
File: /design/flow/run.sh
#!/bin/bash
# OpenROAD 26Q1-2900-gdf79404cd8, Yosys 0.63+post, stock flow scripts
make -C /OpenROAD-flow-scripts/flow DESIGN_CONFIG=/design/flow/config.mk WORK_HOME=/design/flow/orfs finish
==> ci_impl_report.md <==
## Synthesis and layout report

| Metric | Value |
|---|---|
| Largest net degree at the start of global routing | `27` |
| CTS tree | `done` |
| Arrival @ worst endpoint | `8.90 ns` |
| Clock sinks | `25` |
| Root buffer cell | `clkbuf_8` |
| Yosys cell count | `576` |
| Worst slew pin tran | `0.889 ns` |
| Hold Path Origin | `Bin[2]` |
| Num CTS Buffers | `3` |
| Final Hold Vio Count | `0` |
| WHS Endpoint | `Bout[2]` |
| Unrepaired setup endpoints after global routing | `false` |
| Io pins | `63` |
| Hold path depth | `4` |
| Ant. Diodes | `0` |
| Finished Cell Area | `5340 µm²` |
| Total gr overflow | `0` |
| Wire per inst | `18.2 µm` |
| Ys Warns | `1` |
| Relative slew slack | `40.6%` |
| Post-CTS setup buffer count | `0` |
| CP cell instances | `clkdlybuf4s50_1 > inv_1 > fa_1 > inv_1 > fa_1 > fa_1 > inv_1 > fa_1 > inv_1 > ha_1 > nand2b_1 > a21oi_1 > o41ai_2 > xor2_1 > ha_1 > a21oi_1 > o21ai_0 > o211ai_1 > nand3_1 > a211oi_1 > a221oi_1` |
| Flip-flops with a built-in enable | `0` |
| Routing usage on met1 | `46.5%` |
| H-tree levels | `1` |
| Fin crit period | `8.78 ns` |
| FMAX | `114 MHz` |
| Worst Setup End Kind | `flip-flop` |
| Worst path bufs/invs | `5` |
| Crit-path slowest cell | `a211oi_1` |
| Crit path launch type | `primary input` |
| Hold Path Class | `in2reg` |
| DIE AREA | `9680 µm²` |
| Number of antenna violations at the first check in global routing | `0` |
| Max-cap violations | `0` |
| Share of layout cells above drive strength 1 | `3.22%` |
| Post_cts resized | `0` |
| Layer with the highest usage | `met1` |
| Total iterations of the first detailed-routing run | `19` |
| Total core area | `8850 µm²` |
| Die height | `98.4 µm` |
| Vias | `4,292` |
| Area of the mapped netlist | `4640 µm²` |
| DP HPWL | `10,600 µm` |
| Port buffer count | `62` |
| Die X | `98.4 µm` |
| Initial DRC count | `225` |
| Outcome | `finished, final reports clean` |
| Asr flop ratio synth | `0%` |
| Ys flop type | `dfxtp_1` |
| Via/cell ratio | `5.89` |
| Max rail drop VDD | `0.000125 V` |
| Setup CP Type | `in2reg` |
| PwrDens | `120 nW/µm²` |
| Filler Cell Count | `772` |
| GPL Wtd Cong | `0.948` |
| Cell row count | `34` |
| ANT nets after route | `0` |
| Slowest Stage Delay on Critical Path | `0.89 ns` |
| Max-slew violations | `0` |
| Fin util | `60.4%` |
| Synthesized flop and latch total | `25` |
| Area of placed instances | `5300 µm²` |
| Floorplan core density | `52.5%` |
| Post-synthesis average cell area | `8.06 µm²` |
| Residual DRC | `0` |
| Worst path required time | `12.22 ns` |
| GRT Total Usage | `29.5%` |
| M3 GR Usage | `4.58%` |
| Met2 Resource Use GR | `45.2%` |
| Count of cell types in the netlist | `65` |
| CTS Buffer Depth | `2` |
| CP top delay family | `adder cells` |
| Routed wire length | `13,200 µm` |
| Post-Synthesis Cells | `576` |
| First-pass GRT wire length | `21,500 µm` |
| Number of global-route vias before repair | `3,966` |
| Cycle use final | `72.6%` |
| Clock transition at the registers of the reported paths | `0.10 ns` |
| Area grow syn2layout | `15.0%` |
| Setup TNS | `0 ns` |
| Seq/Total Area, Yosys | `10.8%` |
| Leak Pwr | `2.31 nW` |
| Yosys stat area | `4640 µm²` |
| Log Warnings | `50` |
| Hold Buf Count CTS | `0` |
| Worst-path maximum fanout | `20` |
| Final setup violating endpoints | `0` |
[synth_stat cells (2+ instances only)]
master,n,area share (%)
nor3_1,14,1.5
ha_1,73,20
buf_6,3,0.73
nor3b_1,2,0.32
or2_2,2,0.27
a221oi_1,12,2.3
a21oi_1,36,3.9
o41ai_1,2,0.38
buf_2,12,1.3
dfxtp_1,25,11
and3b_1,2,0.38
o31ai_1,6,0.97
or3_1,5,0.67
o21bai_1,5,0.81
xnor2_1,34,6.4
a211oi_1,10,1.6
a2111oi_2,3,0.97
nor2b_1,9,1.2
a311oi_1,2,0.38
nand3b_1,3,0.48
a2111oi_0,3,0.57
o211ai_1,6,0.97
nand4_1,8,1.1
nand3_1,7,0.75
a31oi_1,8,1.1
xor2_1,15,2.8
nor2_1,41,3.3
o2111a_1,2,0.48
mux2i_1,2,0.43
fa_1,26,11
o21ai_0,29,3.1
o21a_1,8,1.3
a21o_1,6,0.97
and3_1,2,0.27
clkbuf_1,9,0.73
nand2_1,27,2.2
inv_1,78,6.3
and2_1,3,0.40
nand2b_1,10,1.3
[layer usage]
metal	vias up	routed length (µm)	part of all wire [%]
met5	-	0	0
met2	179	5830	44
li1	2109	-	-
met4	0	153	1.2
met3	12	1070	8.1
met1	1992	6180	47
[cell families after synthesis]
| logic type | after synthesis | synth area share [%] |
|---|---|---|
| AND-OR/OR-AND | 154 | 23.5 |
| XOR/XNOR | 49 | 9.24 |
| adder cells (fa/ha/maj) | 99 | 30.9 |
| buffers and inverters | 103 | 9.16 |
| flip-flops | 25 | 10.8 |
| multiplexers | 2 | 0.431 |
| AND/OR/NAND/NOR | 144 | 16.0 |
[cell usage in the layout, fill, tap and decap left out, types with 9 or more instances in the layout]
| cell type | n |
|---|---|
| inv_1 | 78 |
| ha_1 | 73 |
| clkdlybuf4s50_1 | 62 |
| nor2_1 | 41 |
| a21oi_1 | 36 |
| xnor2_1 | 34 |
| o21ai_0 | 29 |
| nand2_1 | 27 |
| fa_1 | 26 |
| dfxtp_1 | 25 |
| xor2_1 | 15 |
| nor3_1 | 14 |
| a221oi_1 | 12 |
| nand2b_1 | 10 |
| a211oi_1 | 10 |
| nor2b_1 | 9 |
[power by group]
group          switching, mW  leakage [nW]  internal, mW  total, mW
combinational          0.280          2.08         0.215      0.495
sequential           0.00242         0.204        0.0922     0.0946
clock                 0.0289        0.0228        0.0236     0.0525
[flip-flops by register name, summed over array words and instances (netlist names)]
name and flops:
Rout 8, OKout 1, Bout 8, Gout 8
[tightest hold or removal path, cell delays in order]
cell and delay (ns):
clkdlybuf4s50_1 0.53, xor2_1 0.08, nand3_1 0.07, a31oi_1 0.07
[worst max-delay path by stage]
stage | from | to | cells past startpoint
final | Rin[6] | Rout[6] | 21
after global routing | Rin[6] | Gout[6] | 21
after CTS | Rin[7] | Gout[6] | 21
[stage by stage]
step                power, mW  hold WS (ns)  worst slack (ns)  instances
finish                  0.642          2.94              3.32        729
global route            0.712          2.96              2.86        729
CTS                     0.643          2.93              3.27        729
detailed placement      0.586          3.07              2.95        725
global placement        0.585          3.08              3.14        725
floorplan               0.452          2.65              4.99        576
[final cells by class]
type / count / area [µm²] / area share, %
Multi-Input combinational cell: 448 / 3720 / 69.6
Inverter: 78 / 293 / 5.48
Timing Repair Buffer: 66 / 651 / 12.2
Clock buffer: 4 / 45.0 / 0.843
Tap cell: 108 / 135 / 2.53
Sequential cell: 25 / 500 / 9.37
No activity file was given, so power comes from the tool's default toggle rates.
